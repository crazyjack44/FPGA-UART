===== flow/run.sh =====
#!/bin/bash
# OpenROAD 26Q1-2900-gdf79404cd8, Yosys 0.63+post, stock flow scripts
make -C /OpenROAD-flow-scripts/flow DESIGN_CONFIG=/design/flow/config.mk WORK_HOME=/design/flow/orfs finish

===== flow/config.mk =====
export PLATFORM = sky130hd
export DESIGN_NAME = senddata
export DESIGN_NICKNAME = senddata
export VERILOG_FILES = /design/flow/design.v
export SDC_FILE = /design/flow/constraint.sdc
export NUM_CORES = 4
export LEC_CHECK = 1
export CORE_AREA = 10 10 83 83
export DIE_AREA = 0 0 93 93

===== flow/constraint.sdc =====
current_design senddata

set clk_period 4.3
set clk_io_pct 0.2

create_clock -name clk0 -period $clk_period [get_ports {clk}]

set non_clock_inputs [all_inputs -no_clocks]
set_input_delay [expr $clk_period * $clk_io_pct] -clock clk0 $non_clock_inputs
set_output_delay [expr $clk_period * $clk_io_pct] -clock clk0 [all_outputs]

===== flow/design.v =====
module senddata (
    clk,
    rstn,
    start,
    data
);
    input clk;
    input rstn;
    output reg start;
    output reg [7:0] data;
parameter Baut = 434;
reg [8:0]count;
always @(posedge clk or negedge rstn) begin
    if(!rstn)
        count <= 0;
    else if(count == Baut-1)
        count <= 0;
        else    count <= count +1;
end
reg [3:0] bit_cnt;
always @(posedge clk or negedge rstn) begin
    if(!rstn)
        bit_cnt <= 0;
    else if((bit_cnt == 9)&&(count == Baut-1))
        bit_cnt <= 0;
    else if(count == Baut-1)
        bit_cnt <= bit_cnt +1;
    else    bit_cnt <= bit_cnt;
end
always @(posedge clk or negedge rstn) begin
    if(!rstn)
        data <= 0;
    else if(start) data <= data +1;
    else    data <= data;
end
always @(posedge clk or negedge rstn) begin
    if(!rstn)
        start <= 0;
    else if((bit_cnt == 9)&&(count == Baut-1))
        start <= 1;
    else    start <= 0;
end
endmodule  

==> metrics.yaml <==
drt:
  detail_route.iter0.violations: 23
  avgRoutedWirePerCell_um: 10.5
  detail_route.antenna_diodes: 0
  drt_pre_antenna_iters: 4
  detail_route.vias_per_cell: 3.99
  route.vias.total: 695
  final_antenna_net_count: 0
  drt_drc_violations_left: 0
  drt_wl_total_mm: 1.83
sta:
  hold_slack_ns: 0.475
  timing.setup.tns_ns: 0
  timing.clock.skew_ns: 0.00163
  setup-violations-final: 0
  slew_headroom_pct: 81.7
  slew_violations: 0
  rsz0062_at_grt: "false"
  fin_crit_ns: 2.08
  hold_violations: 0
  worst_pin_slew_ns: 0.274
  finalWorstSetupSlack_ns: 2.22
  achievable-frequency_mhz: 480
  final_min_period_over_clock_period_pct: 48.4
hold_path:
  min-delay-path-class: "register to register"
  whs_path_depth: 1
  min_to: "data[7]$_DFFE_PN0P_"
  hold_path.startpoint: "data[7]$_DFFE_PN0P_"
clock_tree:
  clock_tree.root_cell: "clkbuf_8"
  cts-buffers-inserted: 3
  cts_tree: "yes"
  cts_hold_buf: 0
  clk_latency_ns: 0.25
  post_cts_buffers: 0
  clkTransAtPathRegs_ns: 0.07
  htree_levels: 1
  clkSinkCount: 22
  cts_max_path_buffers: 2
  cts.repair.resized: 0
global_routing:
  number_of_global_route_vias_before_repair: 689
  grt_start_max_net_pins: 23
  grt_pass1_wl_mm: 3.23
  antenna_found_initial: 0
  total_gr_overflow: 0
  groute.usage.overall_pct: 4.45
worst_setup_path:
  regToRegStartpoint: "count[1]$_DFF_PN0_"
  worst_ep_arrival_time_ns: 1.22
  critical-path-slowest-cell: "clkdlybuf4s50_1"
  worst-path-max-fanout: 7
  r2r.worst_path.cells: 5
  r2r-end: "bit_cnt[0]$_DFFE_PN0P_"
  kind_of_cell_adding_the_most_delay_to_the_critical_path: "buffers and inverters"
  worst-path-buf-inv: 1
  crit_path_max_incr_delay_ns: 0.51
  crit_type: "register to output pin"
  setup.worst_path.start_class: "register"
  r2r_slack_ns: 2.71
  setup.worst_path.end_class: "output pin"
  cp_data_required_time_ns: 3.44
  worstPathCellList: "clkdlybuf4s50_1"
synthesis:
  synth.ff_latch_count: 22
  synth.cell_area_um2: 1070
  synthesis.instances: 90
  synth.yosys.seq_area_share_pct: 51.2
  synthesis.area_per_instance_um2: 11.9
  yosys-stat-area_um2: 1070
  yosysCellCount: 90
  netlist-cell-type-count: 28
  yosys_warnings: 1
placed_design:
  post_dp_cell_area_um2: 1260
  place_congestion: 0.756
  port-buffer-count: 10
  placement.setup.worst_slack_ns: 2.49
  hpwlAfterDp_mm: 1.36
  number_of_placed_instances_with_taps_included: 170
layout:
  instances_no_fill: 174
  layout_top_cells_excl_fill_tap: "dfrtp_1 (22), xnor2_1 (10), clkdlybuf4s50_1 (10)"
  final_layout_top_logic_cell: "dfrtp_1"
  final_layout_size_suffix_gt1_share_pct: 15.4
  synthToLayoutAreaGrowth_pct: 22.2
  design_area_um2: 1310
pwr:
  clockPowerShare_pct: 40.2
  irDropWorstVdd_uv: 117
  static-leakage-power_nw: 0.580
  seq_power_share_pct: 58.3
  p_sw_share_pct: 18.3
  combPwrFrac_pct: 1.5
  intPower_w: 0.000290
  power-per-cell-area_nw_per_um2: 270
  power_switching_w: 0.0000650
floorplan:
  initial_core_util_pct: 20.9
  die_area_um2: 8650
  chipWidth_um: 93
  pin_count: 11
  core_area_um2: 5140
  std_cell_rows: 26
  die_h_um: 93
flow_run:
  warnings: 27
  cap_viol_max_count: 0
run_status:
  outcome: "completed"
==> power groups by stage <==
stage | Clock, W | Sequential, W | Combinational (W)
global route | 0.000156 | 0.000207 | 0.00000646
finish | 0.000143 | 0.000207 | 0.00000524
CTS | 0.000149 | 0.000207 | 0.00000571
==> worst max path at each step <==
stage,from,to,slack [ns],depth (start not counted)
after CTS,start$_DFF_PN0_,start,2.19,1
after global routing,start$_DFF_PN0_,start,2.14,1
final,start$_DFF_PN0_,start,2.22,1
==> final cells by class <==
type / count / area, um^2
clock buffer: 4 / 55.1
multi-input combinational: 64 / 502
tap: 70 / 87.6
inverter: 3 / 11.3
timing repair buffer: 11 / 108
sequential: 22 / 551
fill: 542 / 3830
==> sequential cells by signal (all words and copies together) (netlist names) <==
register and cells:
start 1, count 9, bit_cnt 4, data 8
==> synth_stat cells <==
cell       number  area, um^2
mux2_2          3        33.8
nor3b_1         1        7.51
xor2_1          1        8.76
and3b_1         3        26.3
a311o_1         1        10.0
ha_1            5        62.6
and4_1          1        8.76
inv_1           3        11.3
buf_6           1        11.3
nand4_1         5        31.3
nor2b_1         3        18.8
o2111ai_1       1        8.76
a221o_1         1        10.0
xnor2_1        10        87.6
nor2_1          7        26.3
and2_2          1        7.51
nand2_1         5        18.8
mux2_4          2        30.0
and3b_2         1        10.0
nand2b_1        1        6.26
and3_2          1        7.51
a22o_2          1        10.0
dfrtp_1        22         551
and4bb_4        1        16.3
and3_4          1        11.3
nand3_1         3        15.0
a21oi_1         2        10.0
and3_1          3        18.8
==> kinds of logic after synthesis <==
| group | share of synthesized area [%] |
|---|---|
| compound gates | 4.54 |
| xor+xnor | 8.96 |
| fa+ha+maj | 5.82 |
| buf+inv | 2.10 |
| flops | 51.2 |
| mux | 5.94 |
| simple gates | 21.4 |
==> routing by layer <==
metal / wire, um / vias up / global-route usage [%]
met1: 873 / 335 / 5.85
met3: 134 / 2 / 1.94
met4: 27 / 0 / 0.643
met2: 796 / 12 / 6.83
met5: 0 / - / 0
li1: - / 346 / -
==> per-stage QoR <==
stage	util [%]	power, W
final	25.6	0.000355
after global routing	25.6	0.000369
after CTS	25.6	0.000362
after detailed placement	24.5	0.000216
after global placement	24.5	0.000216
after floorplan	-	0.000211
Power is estimated from default activity; no workload was simulated.
