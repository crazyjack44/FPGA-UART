$ cat flow/config.mk
export PLATFORM = sky130hd
export DESIGN_NAME = rx232top
export DESIGN_NICKNAME = rx232top
export VERILOG_FILES = /design/flow/design.v
export SDC_FILE = /design/flow/constraint.sdc
export NUM_CORES = 4
export LEC_CHECK = 1
export CORE_UTILIZATION = 40
$ cat flow/constraint.sdc
current_design rx232top

set clk_period 3.0
set clk_io_pct 0.2

create_clock -name clk0 -period $clk_period [get_ports {clk}]

set non_clock_inputs [all_inputs -no_clocks]
set_input_delay [expr $clk_period * $clk_io_pct] -clock clk0 $non_clock_inputs
set_output_delay [expr $clk_period * $clk_io_pct] -clock clk0 [all_outputs]
$ cat flow/design.v
module reciever (
    clk,
    rstn,
    Rx_D,
    Data,
    Ready
);
    input clk;
    input rstn;
    input Rx_D;
    output reg [7:0] Data;
    output reg Ready;
reg [1:0] register;
always @(posedge clk or negedge rstn) begin
    if(!rstn)
        register <= 0;
    else begin
        register[0] <= Rx_D;
        register[1] <= register[0];
    end
end
wire edgepose;
wire edgenege;
assign edgepose = register[0]&~register[1];
assign edgenege = register[1]&~register[0];
reg [8:0]Baut_cnt;
parameter Baut = 434;
reg start_recieve;
reg[3:0]Bit_cnt;
always @(posedge clk or negedge rstn) begin
    if(!rstn)
        start_recieve <= 0;
    else if(edgenege)
        start_recieve <= 1;
    else if((Baut_cnt == Baut-1)&&(Bit_cnt == 9))
        start_recieve <= 0;
    else    start_recieve  <= start_recieve;
end
always @(posedge clk or negedge rstn) begin
    if(!rstn)
        Baut_cnt <= 0;
    else if(!start_recieve)
        Baut_cnt <= 0;
    else if(Baut_cnt == Baut-1)
        Baut_cnt <= 0;
    else    Baut_cnt<= Baut_cnt +1;
end
always @(posedge clk or negedge rstn) begin
    if(!rstn)
        Bit_cnt <= 0;
    else if(!start_recieve)
        Bit_cnt <= 0;
    else if((Baut_cnt == Baut-1)&&(Bit_cnt == 9))
        Bit_cnt <= 0;
    else if(Baut_cnt == Baut-1)
        Bit_cnt <=Bit_cnt +1;
    else    Bit_cnt <= Bit_cnt;
end
reg data_stream;
always @(posedge clk or negedge rstn) begin
    if(!rstn)
        data_stream <= 0;
    else if(start_recieve)begin
        if(Baut_cnt == Baut/2)
            data_stream <= Rx_D;
        else    data_stream <= data_stream ;
    end
    else    data_stream <= data_stream;
end
reg[7:0]r_Data;
always @(posedge clk or negedge rstn) begin
    if(!rstn)
        r_Data <= 0;
        else if(start_recieve)begin
        if(Baut_cnt == Baut/2+1)begin
        case (Bit_cnt)
    1:r_Data[7] <= data_stream;
    2:r_Data[6] <= data_stream;
    3:r_Data[5] <= data_stream;
    4:r_Data[4] <= data_stream;
    5:r_Data[3] <= data_stream;
    6:r_Data[2] <= data_stream;
    7:r_Data[1] <= data_stream;
    8:r_Data[0] <= data_stream;
    default : r_Data <= r_Data;
    endcase
        end
    else    r_Data <= r_Data;
        end
end
reg r_ready;
always @(posedge clk or negedge rstn) begin
    if(!rstn)
        r_ready <= 0;
    else if((Baut_cnt == Baut-1)&&(Bit_cnt==9))
        r_ready <= 1;
    else   r_ready <= 0;
end
always @(posedge clk) begin
    if(r_ready)
        Data <= r_Data;
    Ready <= r_ready;
end
endmodule  
module rx232top (
    clk,
    rstn,
    tx,
    Rx_D,
    busy
);
input clk;
input rstn;
input Rx_D;
output tx;
output busy;
wire [7:0] data;
wire start;
reciever reciever(
    .clk(clk),
    .rstn(rstn),
    .Rx_D(Rx_D),
    .Data(data),
    .Ready(start)
);
sender sender(
    .datain(data),
    .start(start),
    .clk(clk),
    .rstn(rstn),
    .tx(tx),
    .busy(busy)
);
endmodule  
module sender (
    datain,
    start,
    clk,
    rstn,
    tx,
    busy
);
    input     [7:0]      datain;
    input           start;
    input           clk;
    input           rstn;
    output     reg     tx;
    output     reg     busy;
reg [3:0] bit_cnt;
parameter Baut = 434;
reg Go;
reg [8:0]count;
always @(posedge clk) begin
    if(start)
        Go <= 1;
    else if((bit_cnt == 9)&&(count == Baut-1))   Go <= 0;
    else    Go <= Go;
end
always @(posedge clk or negedge rstn) begin
    if(!rstn)
        count <= 0;
    else if(Go)begin
        if(count == Baut-1)
        count <= 0;
        else    count <= count +1;
    end
end
always @(posedge clk or negedge rstn) begin
    if(!rstn)
        bit_cnt <= 0;
    else if(Go)begin
        if((bit_cnt == 9)&&(count == Baut-1))
        bit_cnt <= 0;
        else if(count == Baut-1)
        bit_cnt <= bit_cnt +1;
        else    bit_cnt <= bit_cnt;
    end
    else  bit_cnt <= bit_cnt;
end
reg r_data;
parameter start_bit = 0;
parameter end_bit = 1;
always @(*) begin
    case (bit_cnt)
        0:r_data <= start_bit;
        1:r_data <= datain[7];
        2:r_data <= datain[6];
        3:r_data <= datain[5];
        4:r_data <= datain[4];
        5:r_data <= datain[3];
        6:r_data <= datain[2];
        7:r_data <= datain[1];
        8:r_data <= datain[0];
        9:r_data <= end_bit;
        default: r_data <= end_bit;
    endcase
end
always @(posedge clk) begin
    if(Go)
        tx<= r_data;
    else    tx <= 1;
end
always @(posedge clk or negedge rstn) begin
    if(!rstn)
        busy <= 1;
    else if(start)
        busy <= 0;
    else if(!Go)
        busy <= 1;
end
endmodule  
$ cat flow/run.sh
#!/bin/bash
# OpenROAD 26Q1-2900-gdf79404cd8, Yosys 0.63+post, stock flow scripts
make -C /OpenROAD-flow-scripts/flow DESIGN_CONFIG=/design/flow/config.mk WORK_HOME=/design/flow/orfs finish
==> flow_summary.toml <==
# implementation run metrics
[yosys]
post-synth-top-area-fraction_pct = 38.2
netlist-cell-type-count = 45
asyncSetResetFlopFracSynth_pct = 78.4
synth.yosys.warnings = 2
yosys.stat.seqShare_pct = 51.0
yosysMostFrequentCell = "dfrtp_1"
synth_top_flop_cell = "dfrtp_1"
synth.yosys.num_cells = 232
syn_area_per_cell_um2 = 11.0
cell_area_synth_um2 = 2550
synth_flop_count = 51
synth-edff-count = 8
top_cells_by_area = "dfrtp_1 38%, edfxtp_1 9.4%, ha_1 6.4%"
synth_chip_area_um2 = 2550
synth_cells = 232
top_area_cell = "dfrtp_1"
synthTopCellsByCount = "39 x dfrtp_1, 14 x o21ai_0, 13 x ha_1, 13 x nand3_1"

[global_routing]
globalRouteMet3Util_pct = 2.25
groute.usage.overall_pct = 14.9
grt_antenna_before_repair = 0
grtUsageMet2_pct = 23.2
grt_first_pass_wirelength_mm = 7.42
grt.overflow.total = 0
grt-busiest-layer = "met1"
use_met1_pct = 23.6
grt_start_max_net_pins = 31
vias_in_the_first_global_route = 1528

[flow_run]
max_cap_violations = 0
warnings = 34

[final_timing]
layout_min_cycle_time_ns = 1.88
slew-limit-headroom_pct = 55.0
finalCritPeriodShare_pct = 62.8
setup_viol_count_final = 0
rsz0062_at_grt = "no"
finalMaxSlewViolations = 0
tns_ns = 0
timing_hold_violations_final = 0
clock_skew_ns = 0.00876
hold_ws_ns = 0.145
least_margin_pin_slew_ns = 0.671
fmax_mhz = 531

[floorplanning]
initial_utilization_pct = 42.4
io_pins = 5
fp.dieH_um = 81.9
chip_area_um2 = 6700
floorplan.rows = 28
die.size.x_um = 81.9
total_core_area_um2 = 6030

[placed_design]
gp_congestion = 0.824
hpwl_mm = 3.07
portBuffers = 4

[power_and_ir_drop]
power.leakage_nw = 1.10
worst_ir_drop_vdd_mv = 0.473
power.density_nw_per_um2 = 498

[setup_path]
path_max_fanout = 2
path_cells = "clkdlybuf4s50_1"
timing.critical_path.slowest_cell_delay_ns = 0.54
cp_data_required_time_ns = 2.40
rr_endpoint = "sender.bit_cnt[2]"
cp_num_buf_inv = 1
worst_r2r_startpoint = "sender.count[2]"
start_kind = "flop"
critical_path.endpoint_type = "output port"
critPathKind = "flop to output port"
category_of_cells_accounting_for_the_largest_share_of_critical_path_delay = "flip-flops"
critPathSlowestCell = "dfstp_2"
worst-r2r-setup-slack_ns = 1.22
worst-r2r-cell-count = 3
worst-endpoint-arrival_ns = 1.28
worstSetupPathDepth = 1

[route]
wl_mm = 4.36
dr.pass1.iters = 4
via_count = 1701
drc = 0
antenna_cells = 0
post_drt_via_cell_ratio = 5.47
drt.antenna.violating_nets = 0
drt-initial-drc-count = 83
wl_per_cell_um = 14.0

[clock_network]
cts-resized-gates = 0
cts_tree = "yes"
clock_tree.buffer_depth = 2
ctsHtreeMaxLevel = 2
clkSlewWorstSetupHoldPaths_ns = 0.09
ctsHoldBuffers = 0
tritoncts.num_buffers = 5
cts.sinks = 51
post-cts-setup-buffers = 0
clock_latency_ns = 0.30
clock_tree.root_cell = "clkbuf_8"

[run_status]
outcome = "completed"

[final_layout]
syn2layout_area_growth_pct = 7.35
post_route_cells_drive_above_1_share_pct = 10.2
fill_cells = 552

[min_path]
hp-class = "input port to asynchronous set/reset pin"
-- metrics by stage --
step	setup WS [ns]	instances	util [%]	cell area, µm²	power, mW
6_report	1.12	311	45.5	2740	1.36
5_1_grt	1.03	311	45.5	2740	1.43
4_1_cts	1.10	311	45.5	2740	1.38
3_5_place_dp	1.23	303	44.1	2660	0.998
3_3_place_gp	1.22	303	44.1	2660	0.997
2_1_floorplan	1.27	232	-	2550	0.951
-- layout make-up --
cell class / instances / area, µm² / area share, %
sequential: 51 / 1300 / 47.5
inverter: 12 / 45.0 / 1.64
clock buffer: 6 / 72.6 / 2.65
tap: 75 / 93.8 / 3.42
multi-input combinational: 160 / 1170 / 42.7
timing repair buffer: 5 / 42.5 / 1.55
clock inverter: 2 / 12.5 / 0.457
-- worst max-delay path by stage --
| stage | to | from | slack (ns) |
|---|---|---|---|
| 4_1_cts | busy | sender.busy | 1.10 |
| 5_1_grt | busy | sender.busy | 1.03 |
| 6_report | busy | sender.busy | 1.12 |
-- report_power, final --
| group | switching [mW] | internal, mW |
|---|---|---|
| clock | 0.216 | 0.163 |
| sequential | 0.0864 | 0.745 |
| combinational | 0.0758 | 0.0772 |
-- layout by cell type (no fill, tap or decap), drive strengths merged, types with 4 or more instances in the layout --
master,synthesis,routed
mux2,10,10
nor3,6,6
edfxtp,8,8
xor2,4,4
nand2,12,12
nand3,13,13
or3,7,7
nor2,8,8
clkbuf,9,6
a21oi,9,9
nor4bb,4,4
o21ai,15,15
dfrtp,39,39
ha,13,13
inv,12,12
nand4,8,8
nand4b,8,8
-- cells by family after synthesis --
logic type	share of synthesized area (%)
compound gates	8.82
xor+xnor	2.06
fa+ha+maj	6.37
buf+inv	3.09
flops	51.0
mux	5.20
simple gates	23.4
-- per-layer routing --
layer,share of wire (%),vias up
li1,-,867
met3,2.7,5
met2,45,29
met1,51,800
met5,0,-
met4,1.2,0
-- registers in the layout, indices dropped and copies added, names as in the netlist --
| register | cells |
|---|---|
| sender.Go | 1 |
| sender.busy | 1 |
| sender.tx | 1 |
| reciever.Baut_cnt | 9 |
| reciever.start_recieve | 1 |
| reciever.Ready | 1 |
| reciever.Data | 8 |
| sender.bit_cnt | 4 |
| reciever.r_Data | 8 |
| sender.count | 9 |
| reciever.r_ready | 1 |
| reciever.data_stream | 1 |
| reciever.Bit_cnt | 4 |
| reciever.register | 2 |
No activity file was given, so power comes from the tool's default toggle rates.
